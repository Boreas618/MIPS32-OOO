==> ./run.sh <==
#!/bin/bash
# OpenROAD 26Q1-2900-gdf79404cd8, Yosys 0.63+post, stock flow scripts
make -C /OpenROAD-flow-scripts/flow DESIGN_CONFIG=/design/flow/config.mk WORK_HOME=/design/flow/orfs finish
==> ./config.mk <==
export PLATFORM = sky130hd
export DESIGN_NAME = RAS
export DESIGN_NICKNAME = RAS
export VERILOG_FILES = /design/flow/design.v
export SDC_FILE = /design/flow/constraint.sdc
export NUM_CORES = 4
export LEC_CHECK = 1
export CORE_UTILIZATION = 30
==> ./constraint.sdc <==
current_design RAS

set clk_period 25.3
set clk_io_pct 0.2

create_clock -name clk0 -period $clk_period [get_ports {clk}]

set non_clock_inputs [all_inputs -no_clocks]
set_input_delay [expr $clk_period * $clk_io_pct] -clock clk0 $non_clock_inputs
set_output_delay [expr $clk_period * $clk_io_pct] -clock clk0 [all_outputs]
==> ./design.v <==
module RAS #(
    parameter DEPTH = 16,
    parameter PTR_BITS = $clog2(DEPTH)
)(
    input   logic           clk,
    input   logic           rst,
    input   logic           pop,               
    output  logic   [31:0]  predicted_target,
    output  logic           valid,             
    input   logic           push,              
    input   logic   [31:0]  push_addr,         
    input   logic           recover,                         
    input   logic   [2*PTR_BITS:0] recover_ptr,             
    output  logic   [2*PTR_BITS:0] checkpoint               
);
    logic [31:0] stack [DEPTH-1:0];
    logic [PTR_BITS-1:0] sp;
    logic [PTR_BITS:0] count;
    assign checkpoint = {sp, count};
    wire [PTR_BITS-1:0] top_index = sp - 1;
    assign predicted_target = stack[top_index];
    assign valid = (count > 0);
    integer i;
    always_ff @(posedge clk) begin
        if (rst) begin
            sp <= '0;
            count <= '0;
            for (i = 0; i < DEPTH; i = i + 1) begin
                stack[i] <= 32'b0;
            end
        end else if (recover) begin
            sp <= recover_ptr[2*PTR_BITS:PTR_BITS+1];      
            count <= recover_ptr[PTR_BITS:0];               
        end else begin
            if (push && pop) begin
                stack[top_index] <= push_addr;
            end else if (push) begin
                stack[sp] <= push_addr;
                sp <= sp + 1;
                if (count < DEPTH) begin
                    count <= count + 1;
                end
            end else if (pop && count > 0) begin
                sp <= sp - 1;
                count <= count - 1;
            end
        end
    end
endmodule
==> results.tsv <==
stage	metric	value	unit
outcome	status	completed	
route	DR vias	12482	
placed_design	Post-Place Setup Slack	15.92	ns
floorplan	core area	77980	um2
clock_network	Root Driver	clkbuf_16	
global_route	first-pass GRT wire length	93560	um
global_route	total gr overflow	0	
synth	Ys Warns	1	
synth	Synth Seq Share	0.6538	
flow_run	OpenROAD warning count	26	
synth	post-synth cell types	46	
global_route	met2 GRT Util	0.2725	
placed_design	RePlAce Congestion	0.8214	
clock_network	CTS resizes	0	
timing	Hold Fails Final Rpt	0	
cells_and_area	MI comb area	7891	um2
floorplan	die extent in y	283.6	um
timing	final worst path period need	9.777	ns
timing	Fin Clk Skew	0.05636	ns
clock_network	Worst-path clk slew	0.06	ns
setup_path	critical path arrival	4.72	ns
timing	final setup vio count	0	
synth	Synth area leader	edfxtp_1	
clock_network	Num CTS Buffers	52	
timing	Worst slew margin	0.1550	
global_route	initial antenna violation count	1	
global_route	largest net degree at the start of global routing	71	
synth	Yosys chip area	23790	um2
route	DRC Markers	0	
synth	top_reg_cell synth	edfxtp_1	
global_route	met1 usage	0.1932	
setup_path	Worst EP required	20.24	ns
power	pwr dens	72.66	nW/um2
synth	FFs w/ async S/R, synth	0	
clock_network	CTS H-tree lvls	2	
placed_design	IO Port Bufs	87	
min_path	worst min path class	reg -> reg	
clock_network	clk buf depth	3	
global_route	vias in the first global route	13750	
flow_run	max-capacitance violation count	0	
floorplan	Die ar.	80430	um2
route	Total Wirelength	63490	um
clock_network	CTS sink count	521	
power	Leak	9.629	nW
cells_and_area	register area	15560	um2
synth	mapped cell area	23790	um2
timing	final period utilization	0.3865	
timing	fin. max-slew vios	0	
synth	EDFF count, synth	512	
power	total power	0.002005	W
setup_path	Worst Setup Start Kind	flip-flop	
route	Wirelength per Cell	24.49	um
route	post-detailed-route count of antenna-violating nets	0	
global_route	Total GRT Usage	0.1704	
cells_and_area	Layout area overhead	15.97	%
floorplan	I/O pins	88	
route	DR iter-0 viols	879	
global_route	GRT met3 Usage	0.1140	
floorplan	Die W	283.6	um
floorplan	Initial Utilization	0.3051	
synth	synthesized instance count	1453	
clock_network	clock latency on the worst-skew pair	0.65	ns
timing	setup ws final	15.52	ns
timing	setup TNS	0	ns
timing	RSZ-0062 raised after global routing	false	
timing	Fmax	102.3	MHz
setup_path	CP Capture Type	output pin	
power	Worst VDD drop	0.05539	mV
synth	count leader, synth	and2_1	
clock_network	Setup Fix Bufs, Post-CTS	0	
synth	Top cell area share	0.6463	
synth	# Cells Yosys	1453	
floorplan	# rows	102	
clock_network	CTS tree	yes	
clock_network	hold_buf cts	0	
timing	actual slew at the worst max-slew pin	1.268	ns
cells_and_area	fillers	7071	
setup_path	crit-path max FO	51	
synth	Flops after synth	521	
setup_path	CP Class	reg -> out	
global_route	gr busiest metal	met2	
route	TritonRoute pass-1 iters	5	
synth	synth top area cells	edfxtp_1 (65%), mux4_2 (15%), and2_1 (14%), clkbuf_1 (1.5%), dfxtp_1 (0.76%)	
cells_and_area	fraction of layout cells with a size suffix above 1	0.2005	
route	vias per cell	4.816	
synth	synth cell count leaders	and2_1 (514), edfxtp_1 (512), mux4_2 (160), clkbuf_1 (94), buf_2 (19)	
synth	Avg Inst Size Synth	16.37	um2
placed_design	DP HPWL	34090	um
==> worst max-delay path, stage by stage (launching register included) <==
cell,delay (ns)
dfxtp_4,0.76
inv_1,0.18
ha_4,0.32
buf_4,0.65
buf_4,0.68
mux4_2,0.43
mux4_2,0.56
clkdlybuf4s50_1,0.44
==> path summary, 6_finish.rpt <==
check                             start                          end  slack [ns]  depth (start not counted)
setup reg to reg     sp[0]$_SDFFE_PP0P_  stack[11][27]$_SDFFCE_PN0P_       20.86                          9
setup / recovery     sp[0]$_SDFFE_PP0P_         predicted_target[26]       15.52                          7
hold / removal    count[3]$_SDFFE_PP0P_        count[3]$_SDFFE_PP0P_        0.63                          2
hold reg to reg   count[3]$_SDFFE_PP0P_        count[3]$_SDFFE_PP0P_        0.63                          2
==> cells by family after synthesis <==
logic type,count (synthesis),synth area share
AND/OR/NAND/NOR,576,0.1507
adder cells (fa/ha/maj),6,0.003471
buffers and inverters,135,0.02356
XOR/XNOR,12,0.004733
flip-flops,521,0.6538
AND-OR/OR-AND,37,0.009677
multiplexers,166,0.1540
==> area by class of cell <==
class                      instances  area share
antenna                            1  0.00009070
clock inverter                    30    0.009433
clock buffer                      67     0.04921
inverter                           9    0.001224
multi-input combinational        797      0.2860
timing repair buffer             127     0.04290
tap                             1040     0.04717
sequential                       521      0.5639
==> report_power, final <==
group	switching, W	leakage (nW)	internal, W
registers	0.0000136	5.36	0.000984
logic	0.000139	3.49	0.000131
clock network	0.000334	0.776	0.000403
==> per-stage QoR <==
step	cell area (um2)	instances	utilization	hold slack (ns)
final	27590	2592	0.3538	0.6255
after global routing	27590	2591	0.3538	0.6531
after CTS	27590	2591	0.3538	0.6256
after detailed placement	25970	2494	0.3330	0.6154
after global placement	25970	2494	0.3330	0.6004
after floorplan	23790	1453	-	0.5365
==> flip-flops by register name, indices dropped and copies added (netlist names) <==
register  flops
stack       512
count         5
sp            4
==> cells in the final DEF (no fill, tap or decap), types with 13 or more instances in the layout <==
cell | Yosys | final
and2_1 | 514 | 514
edfxtp_1 | 512 | 512
mux4_2 | 160 | 160
clkdlybuf4s50_1 | 0 | 87
clkbuf_16 | 0 | 52
buf_4 | 4 | 39
nand2_1 | 17 | 17
clkbuf_1 | 94 | 15
clkinv_1 | 0 | 13
==> metal layers <==
metal	up-vias	wire (um)
li1	5489	-
met1	6107	21390
met2	790	31440
met3	96	9209
met4	0	1441
met5	-	0
No activity file was given, so power comes from the tool's default toggle rates.
