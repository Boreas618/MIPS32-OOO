==> ./run.sh <==
#!/bin/bash
# OpenROAD 26Q1-2900-gdf79404cd8, Yosys 0.63+post, stock flow scripts
make -C /OpenROAD-flow-scripts/flow DESIGN_CONFIG=/design/flow/config.mk WORK_HOME=/design/flow/orfs finish
==> ./config.mk <==
export PLATFORM = sky130hd
export DESIGN_NAME = Execute
export DESIGN_NICKNAME = Execute
export VERILOG_FILES = /design/flow/design.v
export SDC_FILE = /design/flow/constraint.sdc
export NUM_CORES = 4
export LEC_CHECK = 1
export CORE_UTILIZATION = 50
==> ./constraint.sdc <==
current_design Execute

set clk_period 17.8
set clk_io_pct 0.2

create_clock -name clk0 -period $clk_period [get_ports {clk}]

set non_clock_inputs [all_inputs -no_clocks]
set_input_delay [expr $clk_period * $clk_io_pct] -clock clk0 $non_clock_inputs
set_output_delay [expr $clk_period * $clk_io_pct] -clock clk0 [all_outputs]
==> ./design.v <==
module ALU (
    input   logic   [ 3:0]  alu_ctrl,
    input   logic   [31:0]  src1,
    input   logic   [31:0]  src2,
    output  logic   [31:0]  out
);
    always_comb begin
        case(alu_ctrl)
            4'b0000: out = src1 + src2;
            4'b0001: out = src1 - src2;
            4'b0010: out = src1 & src2;
            4'b0011: out = src1 | src2;
            4'b0100: out = ~ (src1 | src2);
            4'b0101: out = src1 ^ src2;        
            4'b0110: out = src2 << src1;
            4'b0111: out = $signed(src2) >> src1;
            4'b1000: out = src2 >> src1;
            4'b1001: out = {31'b0, $signed(src1) < $signed(src2)};
            4'b1010: out = {31'b0, src1 < src2};
            4'b1011: out = {src2[15:0], 16'b0};
            4'b1110: out = src1;
            4'b1111: out = src2;
            default: out = 32'b0;
        endcase
    end
endmodule
module Execute(
    input   logic   clk,
    input   logic   rst,
    input   logic   [4:0] shamt_d,
    input   logic   [31:0] rd1_d,
    input   logic   [31:0] rd2_d,
    input   logic   [4:0] rt_d,
    input   logic   [4:0] rd_d,
    input   logic   [31:0] imm_d,
    input   logic   reg_write_d,
    input   logic   mem_to_reg_d,
    input   logic   mem_write_d,
    input   logic   branch_d,
    input   logic   [3:0] alu_control_d,
    input   logic   [1:0] alu_src_d,
    input   logic   reg_dst_d,
    input   logic   [31:0] pc_plus_4d,
    input   logic   mem_access_d,
    input   logic   forward_src_a_enabled,
    input   logic   [31:0] forward_src_a,
    input   logic   forward_src_b_enabled,
    input   logic   [31:0] forward_src_b,
    input   logic   [31:0] jump_addr_d,
    input   logic   [3:0] branch_type_d,
    output  logic   [31:0] alu_out_e,
    output  logic   [31:0] write_data_e,
    output  logic   [4:0] write_reg_e,
    output  logic   reg_write_e,
    output  logic   mem_to_reg_e,
    output  logic   mem_write_e,
    output  logic   branch_e,
    output  logic   zero_e,
    output  logic   [31:0] pc_branch_e,
    output  logic   [31:0] jump_addr_e,
    output  logic   [3:0] branch_type_e,
    output  logic   mem_access_e
);
    logic [3:0]alu_control_e;
    logic [1:0]alu_src_e;
    logic reg_dst_e;
    logic [31:0]rd1_e;
    logic [31:0]rd2_e;
    logic [4:0]rt_e;
    logic [4:0]rd_e;
    logic [31:0]imm_e;
    logic [31:0]src1_e;
    logic [31:0]src2_e;
    logic [4:0]shamt_e;
    logic [31:0]pc_plus_4e;   
    logic [31:0]alu_out_raw;  
    assign src1_e = alu_src_e[0] ? {27'b0, shamt_e} : rd1_e;
    assign src2_e = alu_src_e[1] ? imm_e : rd2_e;
    assign write_data_e = rd2_e;
    assign write_reg_e = (branch_type_e == 4'b0010) ? 5'd31 : (reg_dst_e ? rd_e : rt_e);
    always_ff @(posedge clk) begin
        if (rst) begin
            reg_write_e <= 1'b0;
            mem_to_reg_e <= 1'b0;
            mem_write_e <= 1'b0;
            branch_e <= 1'b0;
            alu_control_e <= 4'b0;
            alu_src_e <= 2'b0;
            reg_dst_e <= 1'b0;
            rd1_e <= 32'b0;
            rd2_e <= 32'b0;
            rt_e <= 5'b0;
            rd_e <= 5'b0;
            imm_e <= 32'b0;
            shamt_e <= 5'b0;
            pc_branch_e <= 32'b0;
            pc_plus_4e <= 32'b0;
            jump_addr_e <= 32'b0;
            branch_type_e <= 4'b0;
            mem_access_e <= 1'b0;
        end else begin
            reg_write_e <= reg_write_d;
            mem_to_reg_e <= mem_to_reg_d;
            mem_write_e <= mem_write_d;
            branch_e <= branch_d;
            alu_control_e <= alu_control_d;
            alu_src_e <= alu_src_d;
            reg_dst_e <= reg_dst_d;
            pc_branch_e <= pc_plus_4d + (imm_d << 2);
            pc_plus_4e <= pc_plus_4d;   
            jump_addr_e <= jump_addr_d;
            branch_type_e <= branch_type_d;
            mem_access_e <= mem_access_d;
            if (forward_src_a_enabled) begin
                rd1_e <= forward_src_a;
            end else begin
                rd1_e <= rd1_d;
            end
            if (forward_src_b_enabled) begin
                rd2_e <= forward_src_b;
            end else begin
                rd2_e <= rd2_d;
            end
            rt_e <= rt_d;
            rd_e <= rd_d;
            imm_e <= imm_d;
            shamt_e <= shamt_d;
        end
    end
    ALU alu(
        .alu_ctrl(alu_control_e),
        .src1(src1_e),
        .src2(src2_e),
        .out(alu_out_raw)
    );
    assign alu_out_e = (branch_type_e == 4'b0010) ? (pc_plus_4e + 32'd4) : alu_out_raw;
    assign zero_e = (alu_out_raw == 32'b0) ? 1 : 0;
endmodule
==> flow_metrics.env <==
# physical design summary
export IMPL_status="complete, no violations"
export IMPL_clockBufferDepth=3
export IMPL_total_power_uw=1860
export IMPL_path_clk_slew_ns=0.06
export IMPL_grt_pass1_vias=22100
export IMPL_crit_fanout=32
export IMPL_wl_um=103000
export IMPL_critPathCaptureType="primary output"
export IMPL_synthArstFlopShare_pct=0
export IMPL_flop_area_mm2=0.00443
export IMPL_crit_type="register to primary output"
export IMPL_coreArea_mm2=0.0376
export IMPL_antenna_found_initial=3
export IMPL_fmax_mhz=93.0
export IMPL_syn_area_mm2=0.0190
export IMPL_synth_seq_share_pct=23.2
export IMPL_grt_overflow=0
export IMPL_cts_tree="built"
export IMPL_h_tree_depth=1
export IMPL_ys_cells=2460
export IMPL_drtAntennaViolNets=0
export IMPL_die_area_mm2=0.0388
export IMPL_syn_area_per_cell_um2=7.74
export IMPL_ys_ff=221
export IMPL_flop_cell="dfxtp_1"
export IMPL_hold_depth=2
export IMPL_crit_chain="buf_4, mux2i_1, inv_1, ha_1, a211oi_1, o2111ai_1, a311oi_1, o31ai_1, a221o_1, o21ai_1, nand2b_1, a221o_1, a211oi_1, o2111ai_1, or4_1, nor3_2, clkdlybuf4s50_1"
export IMPL_ios=402
export IMPL_hold_buffers=0
export IMPL_ir_worst_vdd_uv=94.0
export IMPL_ys_area_mm2=0.0190
export IMPL_warnings=90
export IMPL_grt_usage_pct=53.8
export IMPL_die_x_um=197
export IMPL_required_ns=14.24
export IMPL_io_buffers=401
export IMPL_cts_setup_buffers=0
export IMPL_num_vias=23100
export IMPL_cts_buffers=24
export IMPL_combGateArea_mm2=0.0136
export IMPL_area_growth_pct=28.5
export IMPL_hold_end="rd2_e[10]"
export IMPL_edf_count=0
export IMPL_hpwl_um=74700
export IMPL_cp_num_buf_inv=3
export IMPL_critical_path_max_stage_delay_ns=0.73
export IMPL_critical_path_top_delay_family="AND-OR/OR-AND gates"
export IMPL_drc=0
export IMPL_p_leak_uw=0.0100
export IMPL_firstDrtPassIters=8
export IMPL_period_needed_ns=10.75
export IMPL_synth_cell_types=88
export IMPL_via_per_inst=6.93
export IMPL_cts_sinks=221
export IMPL_postLayoutSetupSlackWorst_ns=7.05
export IMPL_rows=71
export IMPL_synthCells=2460
export IMPL_cp_slowest_cell="mux2i_1"
export IMPL_drive_above_1_share_pct=7.09
export IMPL_setup_viol=0
export IMPL_wl_per_cell_um=30.8
export IMPL_place_congestion=1.16
export IMPL_cts_root_buf="clkbuf_16"
export IMPL_rsz0062_at_grt="no"
export IMPL_fp_util_pct=50.6
export IMPL_min_from="rst"
export IMPL_dp_slack_ns=7.91
export IMPL_critPathLaunchType="register"
export IMPL_grt_max_degree=86
export IMPL_maxSlewViolCount=0
export IMPL_drt_iter0_drc=3056
export IMPL_nFillCells=2743
export IMPL_power_per_cell_area_mw_per_mm2=76.3
export IMPL_hp_class="primary input to register"
export IMPL_grt_pass1_wl_um=149000
export IMPL_post_route_period_util_pct=60.4
export IMPL_slew_headroom_pct=13.8
export IMPL_yosysWarnings=2
export IMPL_die_size_y_um=197
export IMPL_maxCapViolations=0
export IMPL_worstPathArrival_ns=7.19
export IMPL_hold_violations=0
export IMPL_setup_tns_ns=0
export IMPL_worstMarginPinSlew_ns=1.29
export IMPL_post_cts_resized=0
==> per-layer routing <==
| layer | track usage [%] | vias to the layer above | part of all wire (%) |
|---|---|---|---|
| met2 | 73.3 | 2102 | 40 |
| met4 | 33.9 | 4 | 8.4 |
| met5 | 4.09 | - | 0.090 |
| met3 | 25.3 | 566 | 16 |
| met1 | 68.5 | 10700 | 36 |
| li1 | - | 9711 | - |
==> flip-flops by register name (all words and copies together) (netlist names) <==
| signal | count |
|---|---|
| jump_addr_e | 32 |
| reg_dst_e | 1 |
| alu_src_e | 2 |
| reg_write_e | 1 |
| shamt_e | 5 |
| mem_to_reg_e | 1 |
| branch_type_e | 4 |
| mem_write_e | 1 |
| rd1_e | 32 |
| mem_access_e | 1 |
| branch_e | 1 |
| rt_e | 5 |
| rd_e | 5 |
| pc_branch_e | 30 |
| imm_e | 32 |
| alu_control_e | 4 |
| rd2_e | 32 |
| pc_plus_4e | 32 |
==> logic make-up after synthesis <==
| logic type | Yosys count | share of synthesized area [%] |
|---|---|---|
| buf+inv | 262 | 5.83 |
| fa+ha+maj | 129 | 8.60 |
| flops | 221 | 23.2 |
| simple gates | 909 | 23.6 |
| compound gates | 684 | 24.6 |
| mux | 198 | 11.6 |
| xor+xnor | 57 | 2.62 |
==> where the power goes <==
group | internal, uW | switching (uW) | leakage (uW) | total, uW
clock | 300 | 223 | 0.000408 | 522
sequential | 529 | 21.8 | 0.00184 | 551
combinational | 319 | 472 | 0.00780 | 791
total | 1150 | 716 | 0.0100 | 1860
==> cell usage in the layout (no fill, tap or decap), types with 15 or more instances in the layout <==
cell / n
xor2_1: 26
clkdlybuf4s50_1: 398
nor3_1: 55
a211oi_1: 43
nor2b_1: 155
ha_1: 126
o21ai_0: 120
dfxtp_1: 220
xnor2_1: 31
inv_1: 96
mux2i_1: 169
a31oi_1: 23
clkbuf_16: 24
and3_1: 21
o31ai_1: 17
o21a_1: 15
o22ai_1: 27
nor4_1: 17
buf_4: 79
o221ai_1: 15
or3_1: 17
a221oi_1: 25
nand2b_1: 21
nor2_1: 275
a22oi_1: 46
nand3_1: 61
o211ai_1: 39
a21o_1: 20
a21oi_1: 148
nand2_1: 193
==> synthesized netlist by cell type, drive strengths merged (8+ instances only) <==
master / instances / area, um^2
a21o: 20 / 150
and2: 12 / 75.1
a311oi: 9 / 78.8
a31oi: 23 / 144
nor2b: 155 / 970
clkbuf: 113 / 424
mux2i: 183 / 1920
buf: 48 / 303
nor3: 57 / 290
a21oi: 148 / 741
o31ai: 17 / 128
nand2: 193 / 724
a221o: 10 / 100
a22oi: 46 / 345
mux4: 10 / 229
a222oi: 14 / 140
xor2: 26 / 228
o21a: 15 / 113
o221ai: 15 / 131
dfxtp: 221 / 4420
and3: 21 / 131
o211ai: 39 / 293
inv: 100 / 378
o21bai: 10 / 75.1
a211oi: 44 / 335
or3: 17 / 106
nor3b: 8 / 60.1
ha: 126 / 1580
xnor2: 31 / 272
a2111oi: 14 / 130
nand3: 61 / 305
o22ai: 27 / 169
nor4: 19 / 119
or2: 14 / 87.6
nand4: 14 / 87.6
nor2: 277 / 1040
a221oi: 25 / 219
nand2b: 21 / 131
o2111ai: 14 / 123
o21ai: 125 / 626
==> per-stage QoR <==
stage                     utilization (%)  std cells  instance area (um^2)  hold WS, ns
after floorplan                         -       2460                 19000         3.69
after global placement               62.8       3290                 23600         4.01
after detailed placement             62.8       3290                 23600         4.03
after CTS                            65.0       3332                 24400         3.44
after global routing                 65.0       3335                 24400         3.49
final                                65.1       3338                 24400         3.47
==> worst max-delay path by stage <==
stage | startpoint | end | slack (ns) | depth (start not counted)
after CTS | alu_src_e[1] | zero_e | 7.31 | 17
after global routing | alu_src_e[1] | zero_e | 6.75 | 17
final | alu_src_e[1] | zero_e | 7.05 | 17
==> area by class of cell <==
cell class                 instances  area share, %
tap                              511           2.62
multi-input combinational       1977           55.5
clock inverter                    11          0.604
antenna                            6         0.0614
timing repair buffer             480           18.8
clock buffer                      31           2.77
sequential                       221           18.1
inverter                         101           1.56
Power is estimated from default activity; no workload was simulated.
