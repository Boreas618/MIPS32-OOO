File: constraint.sdc
current_design BranchPredictor

set clk_period 248.3
set clk_io_pct 0.2

create_clock -name clk0 -period $clk_period [get_ports {clk}]

set non_clock_inputs [all_inputs -no_clocks]
set_input_delay [expr $clk_period * $clk_io_pct] -clock clk0 $non_clock_inputs
set_output_delay [expr $clk_period * $clk_io_pct] -clock clk0 [all_outputs]
File: run.sh
#!/bin/bash
# OpenROAD 26Q1-2900-gdf79404cd8, Yosys 0.63+post, stock flow scripts
make -C /OpenROAD-flow-scripts/flow DESIGN_CONFIG=/design/flow/config.mk WORK_HOME=/design/flow/orfs finish
File: design.v
module BranchPredictor #(
    parameter GHR_BITS = 10,            
    parameter PHT_SIZE = 1024,          
    parameter INDEX_BITS = $clog2(PHT_SIZE)
)(
    input   logic           clk,
    input   logic           rst,
    input   logic   [31:0]  lookup_pc,
    output  logic           predicted_taken,
    input   logic           update_valid,
    input   logic   [31:0]  update_pc,
    input   logic           update_taken,
    input   logic   [GHR_BITS-1:0] update_ghr,   
    output  logic   [GHR_BITS-1:0] current_ghr_out
);
    logic [GHR_BITS-1:0] ghr;
    logic [1:0] pht [PHT_SIZE-1:0];
    wire [INDEX_BITS-1:0] lookup_index = ghr ^ lookup_pc[INDEX_BITS+1:2];
    wire [INDEX_BITS-1:0] update_index = update_ghr ^ update_pc[INDEX_BITS+1:2];
    logic [1:0] lookup_counter;
    assign lookup_counter = pht[lookup_index];
    assign predicted_taken = lookup_counter[1];   
    integer i;
    always_ff @(posedge clk) begin
        if (rst) begin
            ghr <= '0;
            for (i = 0; i < PHT_SIZE; i = i + 1) begin
                pht[i] <= 2'b01;   
            end
        end else if (update_valid) begin
            ghr <= {ghr[GHR_BITS-2:0], update_taken};
            if (update_taken) begin
                if (pht[update_index] != 2'b11) begin
                    pht[update_index] <= pht[update_index] + 1;
                end
            end else begin
                if (pht[update_index] != 2'b00) begin
                    pht[update_index] <= pht[update_index] - 1;
                end
            end
        end
    end
    assign current_ghr_out = ghr;
endmodule
File: config.mk
export PLATFORM = sky130hd
export DESIGN_NAME = BranchPredictor
export DESIGN_NICKNAME = BranchPredictor
export VERILOG_FILES = /design/flow/design.v
export SDC_FILE = /design/flow/constraint.sdc
export NUM_CORES = 4
export LEC_CHECK = 1
export CORE_UTILIZATION = 40
==> Changelog: implementation <==
### Physical design

* Commonest flop: edfxtp_1
* Worst VDD drop at around 0.0057 mV
* Hold Path Class: reg -> reg
* Critical Path Max Stage Delay at 670 ps
* Vias in the first global route at 94500
* XOR-XNOR Cells, Area Fraction at 0.00236
* Initial antenna violation count at 32
* Slew Limit Fails at 0
* Hold endpoint: ghr[9]
* H-tree depth at 4
* P_sw at between 0.2 and 0.3 mW
* Syn_area_per_cell at between 10 and 15 um^2
* Crit path max-delay family: buffers and inverters
* Routability cong. at between 0.9 and 1
* Worst reg2reg path endpoint: pht[131][1]
* Most frequent cell on the critical path: mux4_2
* R2r startpoint: pht[440][0]
* Largest type area fraction at 0.524
* Clock Pin Slew Worst Setup and Hold Paths at 60 ps
* Most frequent cell after synthesis: nand2_1
* Unique cell types at 61
* Core ar. at around 290000 um^2
* Sw Share at 0.313
* Clock buffer depth at 4
* Cell area after placement at between 100000 and 150000 um^2
* Post-CTS resize count at 0
* Fin crit share at 0.427
* Final Cell Area at between 100000 and 150000 um^2
* Die width at about 540 um
* Chip area at ~300000 um^2
* ANT nets after route at 0
* Inserted Clock Buffers at ~230
* Drt first pass iters at 8
* First-pass GRT wire length at roughly 670 mm
* Wire per inst at 33.5 um
* WP buf/inv at 5
* Internal Power at approximately 0.61 mW
* Fp util at 0.403
* Hpwl dp at ~270 mm
* # DRC at 0
* Largest net degree at the start of global routing at roughly 150
* # rows at 198
* Comb power frac at 0.191
* Top non-seq family: AND-OR/OR-AND gates
* Die Span Y at approximately 540 um
* Clk latency of the worst-skew pair at 950 ps
* Min-delay src: ghr[9]
* Area Growth Syn to Fin at 9.03%
* Buffers on Ports at 44
* Crit path max fanout at about 57
* Adder Area Share at 0
* Area fraction in mux cells at 0.104
* Hold_buf cts at 0
* Worst slew pin tran at 1070 ps
* Total GRT Usage at 0.338
* Max cap viols at 0
* Clock network fraction of design power at 0.371
* Fill cell count at ~26000
* CP endpoint kind: output pin
* Critical Path Source Type: input pin
* Sequential area share after synthesis at 0.525
* Crit path DAT at 56300 ps
* IO Count at 89
* Critical path type: in -> out
* Via count at roughly 95000
* Post-synth EDFFs at about 2000
* Critical path's slowest cell: xor2_4
* Max Freq at between 9 and 10 MHz
* Synth Area in Compound Gates at 0.190
* Worst EP required at 198640 ps
* Tally of OpenROAD warnings at around 150
* TritonCTS clock tree: built
* Total congestion overflow at 0
* RSZ-0062 raised after global routing: false
* Worst Reg-to-Reg Cells at 14
* Fraction of registers with async set/reset at 0
* Register share of total power at 0.438
* Simple share at 0.129
* Overall routed net length at around 470 mm
* Place WS at 142400 ps
* Layout cell share with drive strength beyond 1 at 0.115
* Pwr Density at 6.97 nW/um^2
* Reg2reg setup slack at roughly 240000 ps
* Setup TNS at 0 ps
* Post-CTS Setup Repair Bufs at 0
* Synth flops at 2058
* Top area cell types: edfxtp_1, a41o_1, mux4_2, nand2_1, a21boi_0
* Total Power at 0.893 mW
* Post-Syn Instances at around 11000
* DRT iter0 DRCs at approximately 9400
* Largest area contributor in the netlist: edfxtp_1
* Hold depth at 2
* Root buf cell: clkbuf_16
* Worst path cell trace: clkdlybuf4s50_1 -> xor2_4 -> buf_12 -> buf_4 -> buf_4 -> mux4_2 -> mux4_2 -> mux4_2 -> mux4_2 -> nor2b_1 -> a211oi_1 -> a21oi_1 -> clkdlybuf4s50_1
* Syn. warnings at 1
* Final min period at 105960 ps
* Fin Clk Skew at 96.8 ps
* Final worst slack at 142340 ps
* Vias per inst at roughly 6.8
* P_leak at between 40 and 50 nW
* Final setup viols at 0
* Clock Sink Count at approximately 2100
* Status: complete, no violations
* Post-synth top cells: nand2_1, edfxtp_1, nor2_1
* Ys cells at approximately 11000
* Non-filler cells, final at around 14000
* Max transition margin at 0.279
* Mapped Area at 117000 um^2
* Yosys Chip Area at ~120000 um^2
* Dpl cells at between 10000 and 15000
* Fin. Hold Viols at 0
[layout make-up]
cell class / instances / area (um^2) / area share
Sequential cell: 2058 / 61700 / 0.482
Multi-Input combinational cell: 7217 / 50700 / 0.396
Clock buffer: 288 / 6060 / 0.0473
Tap cell: 3900 / 4880 / 0.0381
Timing Repair Buffer: 430 / 3640 / 0.0284
Clock inverter: 122 / 997 / 0.00779
Antenna cell: 30 / 75.1 / 0.000586
Inverter: 1 / 3.75 / 0.0000293
[worst max path at each step]
stage	from	endpoint	slack, ps	depth (start not counted)
finish	lookup_pc[2]	predicted_taken	142340	13
global route	lookup_pc[2]	predicted_taken	142060	13
CTS	lookup_pc[2]	predicted_taken	142410	13
[tightest hold or removal path: stages (launching register included)]
cell and delay (ps):
dfxtp_1 330, mux2i_1 120, nor2_1 50
[metal layers]
metal	vias up	GRT usage	routed length, um
met2	7506	0.450	197000
met1	46600	0.394	149000
met3	1588	0.249	89300
li1	39500	-	-
met4	73	0.191	34000
met5	-	0.0404	1770
[registers in the layout (all words and copies together) (netlist names)]
signal / count
ghr: 10
pht: 2048
[layout by cell type (no fill, tap or decap), types with 13 or more instances in the layout]
cell,count
nand2_1,2272
edfxtp_1,2048
nor2_1,1075
a41o_1,1026
a21boi_0,922
mux4_2,389
buf_4,363
mux2i_1,340
nand3_1,302
a32oi_1,250
clkbuf_16,234
a21boi_1,102
a31oi_1,76
nand4_1,74
o22ai_1,61
clkinv_1,58
clkbuf_1,54
clkdlybuf4s50_1,42
o21ai_0,39
clkinv_2,36
a21oi_1,31
diode_2,30
buf_12,23
a22oi_1,22
nor4_1,18
nand2_4,16
nand3_4,16
bufinv_16,14
nor3_2,13
a221oi_1,13
[power groups by stage]
| stage | registers, mW | logic (mW) | clock network, mW |
|---|---|---|---|
| final | 0.391 | 0.171 | 0.331 |
| after global routing | 0.391 | 0.174 | 0.345 |
| after CTS | 0.391 | 0.163 | 0.332 |
[cell families (layout without fill, tap and decap cells)]
| family | Yosys count | count (layout) |
|---|---|---|
| AND/OR/NAND/NOR | 3838 | 3838 |
| AND-OR/OR-AND | 2618 | 2618 |
| flip-flops | 2058 | 2058 |
| buffers and inverters | 1369 | 841 |
| multiplexers | 731 | 731 |
| XOR/XNOR | 30 | 30 |
| other | 0 | 30 |
[through the flow]
step	utilization	hold WS, ps
after floorplan	-	481
after global placement	0.415	538
after detailed placement	0.415	544
after CTS	0.439	551
after global routing	0.439	614
final	0.439	548
Power and IR drop assume default switching activity.
