==> flow/design.v <==
module Hazard(
    input   logic   rst,
    input   logic   clk,
    input   logic   reg_write_e,
    input   logic   reg_write_m,
    input   logic   reg_write_w,
    input   logic   [4:0] rs_d,
    input   logic   [4:0] rt_d,
    input   logic   [4:0] write_reg_e,
    input   logic   [4:0] write_reg_m,
    input   logic   [4:0] write_reg_w,
    input   logic   [31:0] alu_out_e,
    input   logic   [31:0] alu_out_m,
    input   logic   [31:0] result_w,
    output  logic   forward_src_a_enabled,
    output  logic   [31:0] forward_src_a,
    output  logic   forward_src_b_enabled,
    output  logic   [31:0] forward_src_b
);
    always_comb begin
        if (reg_write_e && write_reg_e == rs_d) begin
            forward_src_a_enabled = 1'b1;
            forward_src_a = alu_out_e;
        end else if (reg_write_m && write_reg_m == rs_d) begin
            forward_src_a_enabled = 1'b1;
            forward_src_a = alu_out_m;
        end else if (reg_write_w && write_reg_w == rs_d) begin
            forward_src_a_enabled = 1'b1;
            forward_src_a = result_w;
        end else begin
            forward_src_a_enabled = 1'b0;
            forward_src_a = 32'b0;
        end
        if (reg_write_e && write_reg_e == rt_d) begin
            forward_src_b_enabled = 1'b1;
            forward_src_b = alu_out_e;
        end else if (reg_write_m && write_reg_m == rt_d) begin
            forward_src_b_enabled = 1'b1;
            forward_src_b = alu_out_m;
        end else if (reg_write_w && write_reg_w == rt_d) begin
            forward_src_b_enabled = 1'b1;
            forward_src_b = result_w;
        end else begin
            forward_src_b_enabled = 1'b0;
            forward_src_b = 32'b0;
        end
    end
endmodule
==> flow/run.sh <==
#!/bin/bash
# OpenROAD 26Q1-2900-gdf79404cd8, Yosys 0.63+post, stock flow scripts
make -C /OpenROAD-flow-scripts/flow DESIGN_CONFIG=/design/flow/config.mk WORK_HOME=/design/flow/orfs finish
==> flow/config.mk <==
export PLATFORM = sky130hd
export DESIGN_NAME = Hazard
export DESIGN_NICKNAME = Hazard
export VERILOG_FILES = /design/flow/design.v
export SDC_FILE = /design/flow/constraint.sdc
export NUM_CORES = 4
export LEC_CHECK = 1
export CORE_AREA = 10 10 126 126
export DIE_AREA = 0 0 136 136
==> flow/constraint.sdc <==
current_design Hazard

set clk_period 7.6
set clk_io_pct 0.2

create_clock -name clk0 -period $clk_period

set non_clock_inputs [all_inputs -no_clocks]
set_input_delay [expr $clk_period * $clk_io_pct] -clock clk0 $non_clock_inputs
set_output_delay [expr $clk_period * $clk_io_pct] -clock clk0 [all_outputs]
==> datasheet_impl.txt <==
Physical implementation characteristics

Parameter                              Value

Routing
  Antenna-violating nets left .................. 0
  Total detailed-routing wirelength .................. 11.5 mm
  DRC .................. 0
  Via count .................. 2933
  Violation count after the first detailed-route iteration .................. 113
  Mean number of vias per cell .................. about 4.8
  Antenna diode count .................. 0
  Detail-routed net length per standard cell .................. 18.7 µm
  TritonRoute pass-1 iters .................. 4

STA
  Worst slew pin tran .................. 0.816 ns
  Setup repair after global routing missed its margin .................. no
  Tmin final .................. just over 6 ns
  Final max-slew violation count .................. 0
  Number of failing hold endpoints at the final stage .................. 0
  Period utilization .................. approximately four fifths
  Total negative slack .................. 0 ns
  Final setup violation count .................. 0
  Max-Slew Margin vs Limit .................. 45.6%
  Final worst setup slack .................. 1.52 ns
  F_max .................. 0.165 GHz

Cells and area
  Most frequent standard cell in the layout excluding fill and tap cells .................. clkdlybuf4s50_1
  Post-route standard cell area excluding fillers .................. 3860 µm²
  Number of sequential cells .................. 0
  Number of inserted filler cells in the final layout .................. 1408
  Core utilization of the finished layout .................. between 20% and 30%
  Commonest cells after routing, fill and taps aside .................. 190 x clkdlybuf4s50_1, 67 x nand2_1, 64 x o221ai_1, 64 x o21a_1, 18 x xor2_1
  Area occupied by registers .................. 0 µm²
  Count of clock-net buffers in the final layout .................. 0
  Fraction of layout instances using a drive strength above 1 .................. 2.73%
  Area grow syn2layout .................. 111%

Min path
  Start point of the worst min-delay path .................. alu_out_e[6]
  Worst hold path type .................. input port to output port
  Sink of the worst hold path .................. forward_src_a[6]
  Cell count of the worst hold path .................. 3

Synth
  Part of the Yosys area used for sequential elements .................. 0%
  Post-synthesis cell count .................. between 200 and 300
  Yosys stat chip area .................. 1830 µm²
  Distinct lib cells .................. 19
  Cell total in the yosys stat output .................. between 200 and 300
  Ys Warns .................. 1
  Post-synth design cell area .................. approximately 1800 µm²
  Post-Synthesis Mean Instance Area .................. 6.57 µm²

Floorplanning
  Number of placement rows .................. 42
  Top-level port count .................. 192
  Die Width .................. 136 µm
  Area of the core .................. approximately 13000 µm²
  Y dimension of the die .................. 136 µm
  Fp util .................. 13.9%
  Overall die area .................. 18500 µm²

Power
  Largest voltage drop on the vdd net .................. 22.5 µV
  PwrDens .................. 43.5 nW/µm²
  Leakage power figure .................. 1.32 nW
  Post-route total power .................. ~0.17 mW

Placed design
  Placed wire-length estimate after detailed placement .................. 8.71 mm
  Input/output buffers .................. 190
  Global placement routability congestion .................. 0.777
  Post-place instance area .................. 3860 µm²
  Post-Place Setup Slack .................. roughly 1.5 ns

Setup path
  Critical path peak fanout .................. 35
  Crit Path Category .................. input port to output port
  Crit path arrival time .................. 4.56 ns
  Required time of the critical path .................. 6.08 ns
  Setup crit end kind .................. output port
  Startpoint types .................. input port
  Setup crit start .................. rs_d[0]

Global route
  Wire length of the first global-routing pass .................. ~18 mm
  Total congestion overflow after global routing .................. 0
  Maximum number of pins on one net before global-route repair .................. 36
  Initial antenna violation count .................. 0
  GRT Util Overall .................. between 10% and 20%
  Vias in the first global route .................. 3116

Clock network
  Post_cts resized .................. 0
  # Post-CTS Setup Buffers .................. 0
  Hold buffer count at CTS .................. 0

Flow run
  OpenROAD warning count .................. 34
  Max-capacitance violation count .................. 0

Status
  Status .................. finished clean
## metrics by stage
| step | cells | hold slack [ns] |
|---|---|---|
| detailed placement | 616 | 4.05 |
| global route | 616 | 4.06 |
| CTS | 616 | 4.05 |
| global placement | 616 | 4.05 |
| finish | 616 | 4.05 |
| floorplan | 279 | 3.12 |
## cells in the mapped netlist, drive strengths merged
| master | count | area share, % |
|---|---|---|
| a311o | 1 | 0.55 |
| buf | 16 | 4.7 |
| clkbuf | 19 | 3.9 |
| inv | 1 | 0.20 |
| nand2 | 67 | 14 |
| nand3 | 7 | 1.9 |
| nor2 | 2 | 0.41 |
| nor3 | 2 | 0.82 |
| nor4 | 2 | 0.68 |
| o211ai | 2 | 0.82 |
| o21a | 64 | 26 |
| o221ai | 64 | 31 |
| o311ai | 1 | 0.89 |
| or2 | 1 | 0.34 |
| xnor2 | 12 | 5.7 |
| xor2 | 18 | 8.6 |
## cell type report
cell class	count	area, µm²	area share, %
Tap cell	176	220	5.70
Inverter	1	3.75	0.0971
Multi-Input combinational cell	243	1690	43.8
Timing Repair Buffer	196	1950	50.4
## routing by layer
metal  global-route usage (%)  wire length (µm)  vias to the layer above
met2                     20.5              5650                      110
li1                         -                 -                     1413
met4                    0.237                31                        0
met3                     3.86              1060                        2
met1                     14.3              4790                     1408
met5                        0                 0                        -
## critical path, stage by stage
cell	delay [ns]
clkdlybuf4s50_1	0.50
xor2_1	0.20
nor4_1	0.40
nand3_2	0.64
buf_4	0.51
o221ai_1	0.12
o21a_1	0.15
clkdlybuf4s50_1	0.49
## how the worst max path moves through the flow
| stage | endpoint | slack [ns] | cells past startpoint |
|---|---|---|---|
| 5_1_grt | forward_src_a[22] | 1.24 | 8 |
| 6_report | forward_src_a[30] | 1.52 | 8 |
| 4_1_cts | forward_src_a[22] | 1.52 | 8 |
## where the power goes
group / switching [mW] / internal (mW) / total [mW]
clock: 0 / 0 / 0
sequential: 0 / 0 / 0
combinational: 0.0643 / 0.104 / 0.168
## logic make-up after synthesis
family	after synthesis	share of synthesized area, %
compound gates	132	59.0
xor+xnor	30	14.3
buf+inv	36	8.80
simple gates	81	17.9
Power is estimated from default activity; no workload was simulated.
