==> config.mk <==
export PLATFORM = sky130hd
export DESIGN_NAME = WriteBack
export DESIGN_NICKNAME = WriteBack
export VERILOG_FILES = /design/flow/design.v
export SDC_FILE = /design/flow/constraint.sdc
export NUM_CORES = 4
export LEC_CHECK = 1
export CORE_UTILIZATION = 30
==> constraint.sdc <==
current_design WriteBack

set clk_period 1.0
set clk_io_pct 0.2

create_clock -name clk0 -period $clk_period [get_ports {clk}]

set non_clock_inputs [all_inputs -no_clocks]
set_input_delay [expr $clk_period * $clk_io_pct] -clock clk0 $non_clock_inputs
set_output_delay [expr $clk_period * $clk_io_pct] -clock clk0 [all_outputs]
==> design.v <==
module WriteBack(
    input   logic   rst,
    input   logic   clk,
    input   logic   reg_write_m,
    input   logic   mem_to_reg_m,
    input   logic   [31:0] alu_out_m,
    input   logic   [31:0] read_data_m,
    input   logic   [4:0] write_reg_m,
    output  logic   [31:0] result_w,
    output  logic   [4:0] write_reg_w,
    output  logic   reg_write_w
);
    logic   mem_to_reg_w;
    logic   [31:0] read_data_w;
    always_ff @(posedge clk) begin
        if (rst) begin
            reg_write_w <= 1'b0;
            mem_to_reg_w <= 1'b0;
            read_data_w <= 32'b0;
            write_reg_w <= 5'b0;
            result_w <= 32'b0;
        end else begin
            reg_write_w <= reg_write_m;
            mem_to_reg_w <= mem_to_reg_m;
            read_data_w <= read_data_m;
            write_reg_w <= write_reg_m;
            result_w <= mem_to_reg_m ? read_data_m : alu_out_m;
        end
    end
endmodule
==> run.sh <==
#!/bin/bash
# OpenROAD 26Q1-2900-gdf79404cd8, Yosys 0.63+post, stock flow scripts
make -C /OpenROAD-flow-scripts/flow DESIGN_CONFIG=/design/flow/config.mk WORK_HOME=/design/flow/orfs finish
==> impl_metrics.yaml <==
# flow metrics
sta:
  setup_tns_ps: 0
  worstMarginPinSlew_ps: 167
  fin_crit_sh_pct: 96.8
  hold_slack_ps: 422
  slew_violations: 0
  finalHoldViolCount: 0
  setup-violations-final: 0
  post-route-min-period_ps: 968
  max_freq_mhz: 1030
  setup_ws_ps: 32.3
  slew_headroom_pct: 88.6
logic_synthesis:
  synth_cell_type_count: 8
  ys_seq_share_pct: 57.3
  ys.warnings.count: 1
  ys_cells: 116
  syn_avg_cell_area_um2: 11.5
  syn_inst: 116
  ys_area_mm2: 0.00133
  syn_area_mm2: 0.00133
  synth_flop_count: 38
setup_path:
  crit_required_ps: 800
  cp.depth: 1
  startpoint_type: "register"
  cp-endpoint: "result_w[10]"
  end_kind: "output pin"
  slowest_delay_ps: 300
  crit_arrival_ps: 770
  path_class: "reg -> out"
  path_cells: "clkdlybuf4s15_1"
  critical_path.top_delay_family: "flip-flops"
  crit_start: "result_w[10]"
  crit_fanout: 1
  cp_slowest_cell: "dfxtp_1"
  path_buffers: 1
flow_run:
  warning_count: 26
  cap_violations: 0
clock_tree:
  root_buffer: "clkbuf_8"
  cts.clk_slew.worst_paths_ps: 70
  postCtsSetupBuffers: 0
  cts_buffer_depth: 2
  cts_tree: "built"
  htreeDepth: 2
  clock-sinks: 38
  cts_made_buffers: 5
power:
  vdd_ir_drop_max_mv: 0.756
  p_leak_nw: 1.11
  p_per_area_mw_per_mm2: 1280
floorplan:
  chip_area_mm2: 0.00470
  core_mm2: 0.00412
  fp_util_pct: 32.3
  die_h_um: 68.6
  dieWidth_um: 68.6
  boundaryPins: 111
  rows: 23
cells_and_area:
  design_area_mm2: 0.00247
  area_delta_synth_final_pct: 86.0
  post-route-util_pct: 60.0
  n_fill_cell: 354
  layout-drive-gt1-share_pct: 19.3
placed_design:
  hpwlAfterDp_um: 2540
  dpl_cell_area_mm2: 0.00246
  dp_slack_ps: -113
  gp_congestion: 0.772
  numPortBuffers: 110
grt:
  grt_pass1_wl_um: 4950
  overflow: 0
  grt_pass1_vias: 1115
  grt_max_degree: 39
  track_usage_pct: 14.2
  antenna_found_initial: 0
detailed_routing:
  ant_nets: 0
  drtIter0Drc: 23
  route.vias.total: 1157
  totalWireLength_um: 3290
  vias_per_cell: 4.16
  wl_per_cell_um: 11.8
  drt_pass1_iterations: 4
  remaining_drc_errors: 0
  antenna-diode-count: 0
run_status:
  status: "finished clean"
hold_path:
  hp-start: "mem_to_reg_m"
  hold_class: "in -> reg"
power by group:
| group | leakage, nW | total, mW | switching (mW) | internal, mW |
|---|---|---|---|---|
| clock | 0.0383 | 0.942 | 0.463 | 0.479 |
| combinational | 0.745 | 0.584 | 0.152 | 0.432 |
| sequential | 0.321 | 1.64 | 0.0235 | 1.62 |
| total | 1.11 | 3.17 | 0.638 | 2.53 |
synthesized netlist by cell type, drive strengths merged:
master	number	share of area, %
dfxtp	38	57
mux2i	32	24
nor2	32	9.0
buf	7	6.5
nor2b	6	2.8
clkbuf	1	0.28
layout make-up:
cell class | count | area [um2] | area share [%]
Tap cell | 50 | 62.6 | 2.53
Sequential cell | 38 | 783 | 31.7
Timing Repair Buffer | 113 | 1070 | 43.3
Multi-Input combinational cell | 70 | 478 | 19.3
Clock buffer | 7 | 76.3 | 3.09
state kept, by name (all words and copies together) (netlist names):
register and flops:
write_reg_w 5, result_w 32, reg_write_w 1
repair_timing:
action                     4_1_cts  5_1_grt
hold endpoints to repair         0        0
setup endpoints to repair       38       20
hold buffers                     0        0
gates resized                   79       32
metal layers:
| metal | part of all wire (%) | vias to the layer above | wire, um | GRT usage, % |
|---|---|---|---|---|
| met1 | 39 | 498 | 1290 | 16.1 |
| met2 | 50 | 56 | 1630 | 26.1 |
| met3 | 9.4 | 6 | 308 | 5.00 |
| met5 | 0 | - | 0 | 0 |
| li1 | - | 597 | - | - |
| met4 | 1.6 | 0 | 52 | 2.08 |
worst min path at each step:
stage / to / slack, ps / cells after the start
4_1_cts: result_w[15] / 410 / 4
5_1_grt: result_w[7] / 420 / 4
6_report: result_w[15] / 420 / 4
stage by stage:
step           power (mW)  std cells
6_report             3.17        278
5_1_grt              3.36        278
4_1_cts              3.24        278
3_5_place_dp         2.33        271
3_3_place_gp         2.32        271
2_1_floorplan        1.84        116
kinds of logic after synthesis:
logic type | Yosys count | synth area share, %
buf+inv | 8 | 6.78
simple gates | 38 | 11.9
mux | 32 | 24.1
flops | 38 | 57.3
cell usage in the layout, fill, tap and decap left out:
| cell | instances |
|---|---|
| buf_12 | 3 |
| clkbuf_2 | 17 |
| dfxtp_2 | 18 |
| clkdlybuf4s15_1 | 21 |
| clkbuf_1 | 2 |
| nor2b_1 | 6 |
| dfxtp_1 | 20 |
| nor2_1 | 32 |
| mux2i_1 | 32 |
| buf_2 | 1 |
| clkdlybuf4s50_1 | 71 |
| clkbuf_8 | 5 |
Power is estimated from default activity; no workload was simulated.
