==> flow/design.v <==
module RecoveryUnit #(
    parameter NUM_PHYS_REGS = 64,
    parameter ROB_ENTRIES = 64,
    parameter CHECKPOINT_COUNT = 8
) (
    input  logic clk,
    input  logic rst,
    input  logic rob_flush,
    input  logic [31:0] rob_flush_pc,
    input  logic [6:0] rob_flush_rob_idx,
    input  logic [2:0] rob_flush_checkpoint_id,
    input  logic mem_violation,
    input  logic [6:0] mem_violation_rob_idx,
    input  logic [31:0] mem_violation_pc,                          
    input  logic branch_mispredicted,
    input  logic [31:0] branch_correct_pc,
    input  logic [6:0] branch_rob_idx,
    input  logic [2:0] branch_checkpoint_id,
    output logic flush,
    output logic [31:0] flush_pc,
    output logic [6:0] flush_rob_idx,
    output logic [2:0] flush_checkpoint_id,
    output logic redirect_valid,
    output logic [31:0] redirect_pc,
    output logic rat_restore,
    output logic [2:0] rat_restore_checkpoint,
    output logic freelist_restore,
    output logic [2:0] freelist_restore_checkpoint,
    output logic rs_flush,
    output logic [6:0] rs_flush_rob_idx,
    output logic lsq_flush,
    output logic [6:0] lsq_flush_rob_idx,
    output logic iq_flush,
    output logic recovery_in_progress,
    output logic [1:0] recovery_type   
);
    localparam RECOVERY_NONE = 2'b00;
    localparam RECOVERY_BRANCH = 2'b01;
    localparam RECOVERY_MEMORY = 2'b10;
    localparam RECOVERY_EXCEPTION = 2'b11;
    typedef enum logic [1:0] {
        IDLE,
        FLUSH_START,
        RESTORE_STATE,
        REDIRECT
    } recovery_state_t;
    recovery_state_t state;
    logic [31:0] recovery_pc;
    logic [6:0] recovery_rob_idx;
    logic [2:0] recovery_checkpoint;
    logic [1:0] recovery_reason;
    logic trigger_recovery;
    logic [31:0] trigger_pc;
    logic [6:0] trigger_rob_idx;
    logic [2:0] trigger_checkpoint;
    logic [1:0] trigger_reason;
    always_comb begin
        trigger_recovery = 1'b0;
        trigger_pc = '0;
        trigger_rob_idx = '0;
        trigger_checkpoint = '0;
        trigger_reason = RECOVERY_NONE;
        if (rob_flush) begin
            trigger_recovery = 1'b1;
            trigger_pc = rob_flush_pc;
            trigger_rob_idx = rob_flush_rob_idx;
            trigger_checkpoint = rob_flush_checkpoint_id;
            trigger_reason = RECOVERY_BRANCH;
        end else if (mem_violation) begin
            trigger_recovery = 1'b1;
            trigger_pc = mem_violation_pc;   
            trigger_rob_idx = mem_violation_rob_idx;
            trigger_checkpoint = '0;   
            trigger_reason = RECOVERY_MEMORY;
        end
    end
    always_comb begin
        flush = 1'b0;
        flush_pc = '0;
        flush_rob_idx = '0;
        flush_checkpoint_id = '0;
        redirect_valid = 1'b0;
        redirect_pc = '0;
        rat_restore = 1'b0;
        rat_restore_checkpoint = '0;
        freelist_restore = 1'b0;
        freelist_restore_checkpoint = '0;
        rs_flush = 1'b0;
        rs_flush_rob_idx = '0;
        lsq_flush = 1'b0;
        lsq_flush_rob_idx = '0;
        iq_flush = 1'b0;
        recovery_in_progress = (state != IDLE);
        recovery_type = (state != IDLE) ? recovery_reason : RECOVERY_NONE;
        case (state)
            IDLE: begin
                if (trigger_recovery) begin
                    flush = 1'b1;
                    flush_pc = trigger_pc;
                    flush_rob_idx = trigger_rob_idx;
                    flush_checkpoint_id = trigger_checkpoint;
                end
            end
            FLUSH_START: begin
                flush = 1'b1;
                flush_pc = recovery_pc;
                flush_rob_idx = recovery_rob_idx;
                flush_checkpoint_id = recovery_checkpoint;
                rs_flush = 1'b1;
                rs_flush_rob_idx = recovery_rob_idx;
                lsq_flush = 1'b1;
                lsq_flush_rob_idx = recovery_rob_idx;
                iq_flush = 1'b1;
            end
            RESTORE_STATE: begin
                if (recovery_reason == RECOVERY_BRANCH) begin
                    rat_restore = 1'b1;
                    rat_restore_checkpoint = recovery_checkpoint;
                    freelist_restore = 1'b1;
                    freelist_restore_checkpoint = recovery_checkpoint;
                end
            end
            REDIRECT: begin
                redirect_valid = 1'b1;
                redirect_pc = recovery_pc;
            end
        endcase
    end
    always_ff @(posedge clk) begin
        if (rst) begin
            state <= IDLE;
            recovery_pc <= '0;
            recovery_rob_idx <= '0;
            recovery_checkpoint <= '0;
            recovery_reason <= RECOVERY_NONE;
        end else begin
            case (state)
                IDLE: begin
                    if (trigger_recovery) begin
                        state <= FLUSH_START;
                        recovery_pc <= trigger_pc;
                        recovery_rob_idx <= trigger_rob_idx;
                        recovery_checkpoint <= trigger_checkpoint;
                        recovery_reason <= trigger_reason;
                    end
                end
                FLUSH_START: begin
                    state <= RESTORE_STATE;
                end
                RESTORE_STATE: begin
                    state <= REDIRECT;
                end
                REDIRECT: begin
                    state <= IDLE;
                    recovery_reason <= RECOVERY_NONE;
                end
            endcase
        end
    end
endmodule
==> flow/run.sh <==
#!/bin/bash
# OpenROAD 26Q1-2900-gdf79404cd8, Yosys 0.63+post, stock flow scripts
make -C /OpenROAD-flow-scripts/flow DESIGN_CONFIG=/design/flow/config.mk WORK_HOME=/design/flow/orfs finish
==> flow/config.mk <==
export PLATFORM = sky130hd
export DESIGN_NAME = RecoveryUnit
export DESIGN_NICKNAME = RecoveryUnit
export VERILOG_FILES = /design/flow/design.v
export SDC_FILE = /design/flow/constraint.sdc
export NUM_CORES = 4
export LEC_CHECK = 1
export CORE_AREA = 10 10 129 129
export DIE_AREA = 0 0 139 139
==> flow/constraint.sdc <==
current_design RecoveryUnit

set clk_period 7.6
set clk_io_pct 0.2

create_clock -name clk0 -period $clk_period [get_ports {clk}]

set non_clock_inputs [all_inputs -no_clocks]
set_input_delay [expr $clk_period * $clk_io_pct] -clock clk0 $non_clock_inputs
set_output_delay [expr $clk_period * $clk_io_pct] -clock clk0 [all_outputs]
==> results_slide.txt <==
Synthesis and Place & Route Summary

CTS
  • Reg clk slew, reported paths: 0.06 ns
  • Setup Buffers After CTS: 0
  • Bufs on Longest Clock Path: 2
  • Late-Pin Clk Latency: 0.29 ns
  • CTS H-tree lvls: 2
  • Post-CTS sizing: 0
  • Total CTS buffers: 5
  • # hold bufs at CTS: 0
  • Root Driver: clkbuf_16
  • CTS tree: done
  • Clk sinks: between 40 and 50

Place
  • Dpl cells: around 700
  • Placer Congestion: 0.804
  • Port-buffer cells: 188
  • Post-DP HPWL: 8.90 mm
  • Pre-CTS setup slack: 2.22 ns

Global routing
  • Number of global-route vias before repair: 3,284
  • Global-route wire length before repair: around 19 mm
  • Gr ovfl total: 0
  • Largest net degree at the start of global routing: roughly 52
  • GRT Resource Usage Total: 0.121
  • Initial antenna violation count: 0

Synthesis
  • Main area contributors: dfxtp_1 (29%), mux2i_1 (13%), a22oi_1 (9.4%)
  • Post-Synth XOR/XNOR Area: 0
  • Top area contributor share: 0.294
  • Syn Area/Cell: between 8 and 9 um^2
  • Fa+ha+maj area frac: 0.0240
  • Area fraction in mux cells: 0.128
  • Yosys warning count: 1
  • Netlist Area Pre-Place: 3130 um^2
  • Largest logic family: AND-OR/OR-AND gates
  • Post-synth seq share: 0.294
  • Synth area leader: dfxtp_1
  • Synthesized registers: 46
  • Netlist cell types: 24
  • AND-OR/OR-AND Cells, Area Fraction: 0.247
  • Yosys Instances: ~380
  • And+or+nand+nor area frac: 0.211
  • Syn Inst Count: 380
  • Synthesis area per yosys: 3130 um^2

Worst setup path
  • Arrival time worst endpoint: 3.83 ns
  • Worst R2R Setup Slack: 5.31 ns
  • Critical path type: primary input to output pin
  • Req. time, crit path: 6.08 ns
  • Largest fanout on the critical path: 28
  • Slowest CP cell: clkdlybuf4s50_1
  • R2R Path Start: state[0]
  • Reg-to-reg endpoint: recovery_rob_idx[2]
  • CP cell instances: clkdlybuf4s50_1 > nor2b_4 > buf_4 > a22oi_1 > mux2i_1 > clkdlybuf4s50_1
  • Crit path largest cell delay: 0.60 ns
  • Critical Path Source Type: primary input
  • Setup crit end kind: output pin
  • R2R cell count: 6
  • Top cell by count, worst path: clkdlybuf4s50_1

STA
  • Clk_skew: roughly 0.0072 ns
  • Post-layout period usage of the worst path: 0.704
  • Worst slew margin: 0.492
  • Fin. Hold Viols: 0
  • Worst-Margin Slew: 0.762 ns
  • Fmax: 187 MHz
  • Setup_tns: 0 ns
  • Final-report max-slew violation count: 0
  • Tmin final: 5.35 ns
  • Final hold slack: 0.499 ns
  • Setup violations, final: 0
  • Post-route setup slack: 2.25 ns
  • RSZ-0062 raised after global routing: no

Final layout
  • Non-Filler Instances: 710
  • Share of cells above drive strength 1: 0.0755
  • Post-layout util: 0.371
  • Area growth, synth to finish: 64.5%

Routing
  • Post-route ant nets: 0
  • WL/cell: ~17 um
  • Initial DRC count: 109
  • Antenna cell count: 0
  • Via density: approximately 4.6
  • Routed vias: between 3,000 and 4,000
  • Post-Route WL: 12.3 mm
  • Initial DRT Pass Iterations: 4
  • DRC viols: 0

Floorplan
  • Width of the die: between 100 and 150 um
  • Total die size: 19,300 um^2
  • Cell Rows: 43
  • Placeable Area: 13,900 um^2
  • I/O pin cnt: 232
  • Die height: 139 um
  • FP Util: 0.225

Hold path
  • Hold path depth: 2
  • Hold WC Path Type: register to register
  • WHS Endpoint: recovery_reason[1]
  • Hold_sp: recovery_reason[1]

Power
  • Worst vdd ir: around 130 uV
  • P_leak: 1.92 nW
  • Pwr per Cell Area: 288 nW/um^2

Status
  • Status: completed

Job
  • Number of warnings the tools reported: roughly 73
  • Max_cap viols: 0
[stage by stage]
stage | power (mW) | cell area (um^2)
after floorplan | 0.895 | 3130
after global placement | 1.28 | 5010
after detailed placement | 1.29 | 5010
after CTS | 1.52 | 5150
after global routing | 1.61 | 5150
final | 1.48 | 5150
[cells in the mapped netlist]
cell type  count
nor2_1        47
nand2_1       45
and2_1        42
o21a_1         1
a22oi_1       39
buf_4         13
nor3b_2        1
a32oi_1        3
buf_2         15
ha_1           6
mux2i_1       40
a211oi_1      20
clkbuf_2       1
nand3_1        3
inv_1          3
o21ai_0        6
clkbuf_1      17
nor3_1         1
buf_1          1
a211oi_2      20
a21oi_1        3
nor2b_1        3
buf_6          4
dfxtp_1       46
[area by class of cell]
type | count | area (um^2)
clock buffer | 6 | 139
fill | 1404 | 8730
inverter | 3 | 11.3
multi-input combinational | 280 | 1930
sequential | 46 | 921
tap | 180 | 225
timing repair buffer | 195 | 1920
[critical path, delay by kind of cell]
kind,cells,cell delay [ns]
buf+inv,3,1.52
compound gates,1,0.16
mux,1,0.19
simple gates,1,0.41
[registers in the layout, indices dropped and copies added, names as in the netlist]
name and flops:
recovery_checkpoint 3, recovery_pc 32, recovery_reason 2, recovery_rob_idx 7, state 2
[placed cells by master, fill, tap and decap left out]
master,synthesis,final
ha_1,6,4
and2_1,42,42
a211oi_2,20,20
o21ai_0,6,6
a22oi_1,39,39
a32oi_1,3,3
a21oi_1,3,3
nor2_1,47,47
o21a_4,0,1
mux2i_1,40,40
nor3_1,1,1
clkbuf_8,0,1
dfxtp_1,46,46
a211oi_1,20,20
ha_2,0,2
nor2b_1,3,2
buf_4,13,7
buf_2,15,2
nor3b_2,1,1
clkbuf_16,0,5
clkdlybuf4s50_1,0,186
nor2b_4,0,1
nand3_1,3,3
inv_1,3,3
nand2_1,45,45
[worst max path at each step]
stage	slack, ns	startpoint	to
after CTS	2.22	mem_violation	flush_pc[14]
after global routing	2.11	mem_violation	flush_pc[14]
final	2.25	mem_violation	flush_pc[12]
[logic make-up after synthesis]
group / count (synthesis)
adder cells (fa/ha/maj): 6
flip-flops: 46
buffers and inverters: 54
AND-OR/OR-AND: 92
multiplexers: 40
AND/OR/NAND/NOR: 142
[where the power goes]
part,internal [mW],switching [mW]
combinational,0.460,0.416
clock,0.127,0.0936
sequential,0.329,0.0576
[routing by layer]
layer / part of all wire / wire length [um] / up-vias / global-route usage
met4: 0.011 / 134 / 0 / 0.0115
met1: 0.43 / 5310 / 1528 / 0.154
met2: 0.48 / 5930 / 104 / 0.202
met5: 0 / 0 / - / 0
met3: 0.074 / 911 / 7 / 0.0399
li1: - / - / 1624 / -
Power and IR drop assume default switching activity.
